`design/flow/run.sh`:
```
#!/bin/bash
# OpenROAD 26Q1-2900-gdf79404cd8, Yosys 0.63+post, stock flow scripts
make -C /OpenROAD-flow-scripts/flow DESIGN_CONFIG=/design/flow/config.mk WORK_HOME=/design/flow/orfs finish
```
`design/flow/config.mk`:
```
export PLATFORM = sky130hd
export DESIGN_NAME = cronometro
export DESIGN_NICKNAME = cronometro
export VERILOG_FILES = /design/flow/design.v
export SDC_FILE = /design/flow/constraint.sdc
export NUM_CORES = 4
export LEC_CHECK = 1
export CORE_UTILIZATION = 30
```
`design/flow/constraint.sdc`:
```
current_design cronometro

set clk_period 2.9
set clk_io_pct 0.2

create_clock -name clk0 -period $clk_period [get_ports {clk}]
create_clock -name clk1 -period $clk_period [get_ports {store}]

set non_clock_inputs [all_inputs -no_clocks]
set_input_delay [expr $clk_period * $clk_io_pct] -clock clk0 $non_clock_inputs
set_output_delay [expr $clk_period * $clk_io_pct] -clock clk0 [all_outputs]
```
`design/flow/design.v`:
```
module cronometro (clk, cent_seg, seg, pause, start, stop, store, disp_lap);
	input logic clk;  
	input logic pause;  
	input logic start;  
	input logic stop;  
	input logic store;  
	input logic [2:0] disp_lap;  
	output logic [6:0] cent_seg;  
	output logic [5:0] seg;  
	logic run;  
	logic [1:0] counter;  
	logic [5:0] counter_seg;  
	logic [6:0] counter_cseg;  
	logic [6:0]  lap1_cseg;  
	logic [5:0]  lap1_seg;   
	logic [6:0]  lap2_cseg;  
	logic [5:0]  lap2_seg;   
	logic [6:0]  lap3_cseg;  
	logic [5:0]  lap3_seg;   
	initial  
	begin
		lap1_cseg <= 0;
		lap1_seg <= 0;
		lap2_cseg <= 0;
		lap2_seg <= 0;
		lap3_cseg <= 0;
		lap3_seg <= 0;
		run <= 0;
		counter <= 0;
		cent_seg <= 'b0;
		seg <= 'b0;
	   counter_seg <= 'b0;
		counter_cseg <= 'b0;
	end
	always_ff @(posedge clk)
	 begin
		if (stop == 1'b0)  
		 begin
			run <= 'b0;  
			counter_cseg <= 'b0;
			counter_seg <= 'b0;
		 end
		else if (pause == 1'b0)  
			run <= 'b0;
		else if (start == 1'b0)
			run <= 'b1;
		if (run == 1'b1)  
		 begin
			if (counter_cseg == 7'd99)  
			   begin
					counter_cseg <= 'b0;  
					if (counter_seg == 6'd59)  
						counter_seg <= 'b0;
					else	 
						counter_seg <= counter_seg + 1'b1;
			   end
			else  
				   counter_cseg <= counter_cseg + 1;					
		 end  
			case (disp_lap)
			0:
				begin
					cent_seg <= counter_cseg ;
					seg <= counter_seg  ;
				end
			1:
				begin
					cent_seg <= lap1_cseg ;
					seg <= lap1_seg  ;
				end
			2:
				begin
					cent_seg <= lap2_cseg ;
					seg <= lap2_seg  ;
				end
			4:
				begin
					cent_seg <= lap3_cseg ;
					seg <= lap3_seg  ;
				end
			endcase
	 end  
	 always_ff @(negedge store )
		begin
				case (counter)
				0:
					begin
						lap1_cseg <= cent_seg ;
						lap1_seg <= seg ;
						counter <= 'b1;
					end
				1:
					begin
						lap2_cseg <= cent_seg;
						lap2_seg <= seg;
						counter <= 'b10;
					end
				2:
					begin
						lap3_cseg <= cent_seg ;
						lap3_seg <= seg ;
						counter <= 'b0;
					end
				endcase		
		end  
endmodule
```
==> reports/metrics.yaml <==
crit_chain: "a22oi_1 > nor2_1 > a221o_1"
portBuffers: 19
place.detailed.hpwl_um: 3300
placeableCoreArea_mm2: 0.00885
initial_antenna_violation_count: 0
chip_area_mm2: 0.00968
stage_log_warnings: 71
synth_stat.cells: 182
synth_flop_count: 68
yosys_most_used_dff: "edfxtp_1"
die_width_um: 98.4
critPathCaptureType: "flip-flop"
total_iterations_of_the_first_detailed_routing_run: 17
final_max_slew_viol_count: 0
post_cts.resized_instances: 0
clock_skew_ns: 0.0109
outcome: "finished, final reports clean"
wl_met2_um: 2170
maxUsedRoutingLayer: "met4"
grt_overflow: 0
powerDensity_mw_per_mm2: 623
maximum_vdd_ir_drop_mv: 0.218
synth_area_mm2: 0.00279
met3_wirelength_um: 507
pin_count_of_the_biggest_net_entering_global_routing: 17
netlist_top_cells_area: "edfxtp_1 66%, dfxtp_1 5.0%, a221o_1 4.7%, a22oi_1 3.5%, nor2_1 3.2%"
count_of_buffers_added_by_post_cts_timing_repair_for_setup: 0
setup_viol_count_final: 0
drt-initial-drc-count: 110
critical_path.slowest_cell: "edfxtp_1"
timing.max_slew.rel_slack_pct: 52.3
floorplan.io_pins: 21
cp_max_fo: 1
critPathRequiredTime_ns: 2.93
syn_inst: 182
wirelength_um: 5330
netlist-cell-type-count: 39
enable_flop_cells: 61
worst-slew-pin-transition_ns: 0.716
cp_data_arrival_time_ns: 2.70
grt_util_all_layers_pct: 12.5
timing.hold.ws_ns: 0.530
vias: 1713
power_leakage_nw: 1.35
route.detailed.vias_per_inst: 4.75
clk_pin_slew_ns: 0.09
drt-wirelength-per-cell_um: 14.8
rsz0062_at_grt: "no"
first_global_vias: 1834
numClockSinks: 68
final_layout_size_suffix_gt1_share_pct: 10.7
post_synthesis_chip_area_from_yosys_mm2: 0.00279
wl_met1_um: 2470
rows: 34
initCoreUtil_pct: 31.5
cts_tree: "done"
drc: 0
setup_tns_ns: 0
async_flop_share_pct: 0
synth_largest_type_area_fraction_pct: 65.7
post-synth-top-area-cell: "edfxtp_1"
max_stage_delay_ns: 0.36
cts_hold_repair.buffers: 0
ys.warnings.count: 1
floorplan.die.height_um: 98.4
worst-setup-path-type: "reg -> reg"
ys_seq_share_pct: 70.8
route.antenna.remaining_nets: 0
hold_class: "reg -> reg"
whs_path_depth: 2
gp_congestion: 0.727
ff2ff_path_depth: 3
worstSetupStartpointType: "flip-flop"
timing.final.hold_violations: 0
synth.avg_cell_area_um2: 15.3
max_cap_viol_count: 0
detail_route.antenna_diodes: 0
area_delta_synth_final_pct: 23.0
grt_pass1_wl_um: 8770
## cells by family (layout without fill, tap and decap cells)
family / after synthesis / in the layout / synth area share [%]
XOR/XNOR: 5 / 5 / 1.57
adder cells (fa/ha/maj): 7 / 7 / 3.14
AND/OR/NAND/NOR: 45 / 45 / 9.16
buffers and inverters: 13 / 84 / 2.02
flip-flops: 68 / 68 / 70.8
multiplexers: 1 / 1 / 0.359
AND-OR/OR-AND: 43 / 43 / 13.0
## worst max-delay path, delay by kind of cell, from the launching register on
family | cells | cell delay (ns)
AOI/OAI and AO/OA | 2 | 0.48
DFF | 1 | 0.36
and+or+nand+nor | 1 | 0.07
## synth_stat cells, types with 2 or more instances
| cell | count |
|---|---|
| a21oi_1 | 2 |
| a221o_1 | 13 |
| a22oi_1 | 13 |
| buf_2 | 3 |
| dfxtp_1 | 7 |
| edfxtp_1 | 61 |
| ha_1 | 7 |
| inv_1 | 8 |
| nand2_1 | 6 |
| nand3_1 | 4 |
| nor2_1 | 24 |
| o21ai_0 | 4 |
| xnor2_1 | 3 |
| xor2_1 | 2 |
## layout by cell type (no fill, tap or decap), types with 2 or more instances in the layout
| cell type | Yosys | layout |
|---|---|---|
| a221o_1 | 13 | 13 |
| nand2_1 | 6 | 6 |
| a22oi_1 | 13 | 13 |
| clkinvlp_2 | 0 | 2 |
| edfxtp_1 | 61 | 61 |
| clkdlybuf4s50_1 | 0 | 19 |
| a21oi_1 | 2 | 2 |
| o21ai_0 | 4 | 4 |
| xor2_1 | 2 | 2 |
| inv_1 | 8 | 48 |
| ha_1 | 7 | 7 |
| buf_4 | 1 | 5 |
| dfxtp_1 | 7 | 7 |
| nand3_1 | 4 | 4 |
| xnor2_1 | 3 | 3 |
| clkbuf_8 | 0 | 8 |
| nor2_1 | 24 | 24 |
## sequential cells by signal, indices dropped and copies added, names as in the netlist
| signal | count |
|---|---|
| counter_cseg | 7 |
| lap1_seg | 6 |
| counter | 2 |
| lap2_cseg | 7 |
| lap3_cseg | 7 |
| seg | 6 |
| lap3_seg | 6 |
| counter_seg | 6 |
| cent_seg | 7 |
| run | 1 |
| lap1_cseg | 7 |
| lap2_seg | 6 |
## routing by layer
layer | global-route usage [%] | vias up
met1 | 17.9 | 783
met2 | 16.5 | 76
met4 | 5.05 | 0
met5 | 0 | -
li1 | - | 841
met3 | 6.83 | 13
## where the power goes
part | total (mW) | internal, mW | switching (mW)
Combinational | 0.118 | 0.0674 | 0.0508
Sequential | 1.14 | 1.11 | 0.0345
Clock | 0.875 | 0.422 | 0.453
Total | 2.14 | 1.60 | 0.538
## final timing paths
kind | startpoint | end | slack (ns)
max in group clk1 | cent_seg[3] | lap1_cseg[3] | 0.75
max | lap3_cseg[6] | cent_seg[6] | 0.23
min in group clk1 | counter[0] | counter[1] | 0.67
min | counter_seg[1] | counter_seg[1] | 0.53
min reg2reg | counter_seg[1] | counter_seg[1] | 0.53
max reg2reg | lap3_cseg[6] | cent_seg[6] | 0.23
## cell type report
type	count	area (um2)
multi-input cells	101	758
well taps	108	135
clock inverters	45	199
clock buffers	8	110
fillers	827	5420
flip-flops and latches	68	1970
repair buffers	24	228
inverters	7	26.3
## through the flow
step	instances	worst slack [ns]	total power, mW	instance area (um2)	utilization (%)
after floorplan	182	0.397	1.29	2790	-
after global routing	361	0.173	2.28	3430	38.7
after global placement	309	0.362	1.37	3120	35.3
after detailed placement	309	0.333	1.37	3120	35.3
after CTS	361	0.233	2.18	3430	38.7
final	361	0.227	2.14	3430	38.7
Power is estimated from default activity; no workload was simulated.

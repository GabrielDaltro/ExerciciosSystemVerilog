File: /design/flow/design.v
module binary_to_disp7 (number_in, disp_unidade, disp_dezena, disp_centena);
input logic [9:0] number_in;  
output logic [7:0] disp_unidade;
output logic [7:0] disp_dezena;
output logic [7:0] disp_centena;
logic [3:0] unidade;
logic [3:0] dezena;
logic [3:0] centena;
always @(number_in)
begin
	unidade = number_in % 10;
	dezena = (number_in % 100) / 10;
	centena = (number_in) / 100;
	case(unidade)
		0:
			disp_unidade = 8'b11000000;
		1:
			disp_unidade = 8'b11111001;
		2:
			disp_unidade = 8'b10100100;
		3:
			disp_unidade = 8'b10110000;
		4:
			disp_unidade = 8'b10011001;
		5:
			disp_unidade = 8'b10010010;
		6:
			disp_unidade = 8'b10000010;
		7:
			disp_unidade = 8'b11011000;
		8:
			disp_unidade = 8'b10000000;
		9:
			disp_unidade = 8'b10010000;
	endcase
	case(dezena)
		0:
			disp_dezena = 8'b11000000;
		1:
			disp_dezena = 8'b11111001;
		2:
			disp_dezena = 8'b10100100;
		3:
			disp_dezena = 8'b10110000;
		4:
			disp_dezena = 8'b10011001;
		5:
			disp_dezena = 8'b10010010;
		6:
			disp_dezena = 8'b10000010;
		7:
			disp_dezena = 8'b11011000;
		8:
			disp_dezena = 8'b10000000;
		9:
			disp_dezena = 8'b10010000;
	endcase
	case(centena)
		0:
			disp_centena = 8'b11000000;
		1:
			disp_centena = 8'b11111001;
		2:
			disp_centena = 8'b10100100;
		3:
			disp_centena = 8'b10110000;
		4:
			disp_centena = 8'b10011001;
		5:
			disp_centena = 8'b10010010;
		6:
			disp_centena = 8'b10000010;
		7:
			disp_centena = 8'b11011000;
		8:
			disp_centena = 8'b10000000;
		9:
			disp_centena = 8'b10010000;
	endcase
end
endmodule 
File: /design/flow/config.mk
export PLATFORM = sky130hd
export DESIGN_NAME = binary_to_disp7
export DESIGN_NICKNAME = binary_to_disp7
export VERILOG_FILES = /design/flow/design.v
export SDC_FILE = /design/flow/constraint.sdc
export NUM_CORES = 4
export LEC_CHECK = 1
export CORE_AREA = 10 10 100 100
export DIE_AREA = 0 0 110 110
File: /design/flow/run.sh
#!/bin/bash
# OpenROAD 26Q1-2900-gdf79404cd8, Yosys 0.63+post, stock flow scripts
make -C /OpenROAD-flow-scripts/flow DESIGN_CONFIG=/design/flow/config.mk WORK_HOME=/design/flow/orfs finish
File: /design/flow/constraint.sdc
current_design binary_to_disp7

set clk_period 11.9
set clk_io_pct 0.2

create_clock -name clk0 -period $clk_period

set non_clock_inputs [all_inputs -no_clocks]
set_input_delay [expr $clk_period * $clk_io_pct] -clock clk0 $non_clock_inputs
set_output_delay [expr $clk_period * $clk_io_pct] -clock clk0 [all_outputs]
==> flow_summary.json <==
{
  "antenna_cells_inserted": 0,
  "max_slew_headroom_at_the_worst_pin_pct": 25.2,
  "post_route_drc_violation_count": 0,
  "drive_above_1_share_pct": 7.76,
  "grt_max_degree": 28,
  "netlist_instances": 580,
  "flow.area_growth_from_synthesis_pct": 7.52,
  "setup_viol": 0,
  "drt-total-wl_um": 10600,
  "post_cts_resize_count": 0,
  "drt_pass1_iterations": 5,
  "grtUsageTotal_pct": 17.2,
  "io_pins": 34,
  "leakage_uw": 0.00146,
  "count_of_unclocked_register_or_latch_pins": 21,
  "pwr-share-seq_pct": 10.7,
  "tool_warnings": 36,
  "globalRoute.totalOverflow": 0,
  "yosysChipArea_um2": 3910,
  "vias": 4329,
  "vdd.ir_drop.worst_mv": 0.0909,
  "drt-wirelength-per-cell_um": 15.5,
  "antenna_violations_before_repair": 0,
  "synth_dominant_cell_count": "sky130_fd_sc_hd__nand2_1",
  "unrepaired_setup_endpoints_after_global_routing": "no",
  "detail_route.vias_per_cell": 6.35,
  "floorplan.die_area_um2": 12100,
  "ys.flop_type": "sky130_fd_sc_hd__dlxtn_1",
  "final-max-slew-violation-count": 0,
  "synthDistinctLibCells": 99,
  "ys_async_sr_fraction_pct": 0,
  "setup-tns-final_ps": 0,
  "post_synth_instance_area_um2": 3910,
  "endpoints_left_unconstrained": 42,
  "grt_first_pass_wirelength_um": 17900,
  "enable_flop_cells": 0,
  "max_freq_mhz": 87.9,
  "pwr-share-clk_pct": 0,
  "yosys_cells": 580,
  "p_sw_uw": 326,
  "switching_share_pct": 51.2,
  "synth.avg_cell_area_um2": 6.74,
  "yosys.area.top_type": "sky130_fd_sc_hd__dlxtn_1",
  "io_buffers": 31,
  "ys_ff": 21,
  "ant_nets": 0,
  "yosysTopAreaCellShare_pct": 8.06,
  "placement_rows": 32,
  "cell_internal_pwr_uw": 310,
  "ys_top_cells_by_area": "sky130_fd_sc_hd__dlxtn_1 8.1%, sky130_fd_sc_hd__nand2_1 5.8%, sky130_fd_sc_hd__nor2_1 5.6%, sky130_fd_sc_hd__o21ai_0 5.4%, sky130_fd_sc_hd__a21oi_1 5.2%",
  "synth.top_cells.by_count": "60 x sky130_fd_sc_hd__nand2_1, 58 x sky130_fd_sc_hd__nor2_1, 42 x sky130_fd_sc_hd__o21ai_0",
  "core_util_floorplan_pct": 50.1,
  "maxCapViolCount": 0,
  "status": "finished clean",
  "coreArea_um2": 7810,
  "detail_route.iter0.violations": 386,
  "finalWeightedCongestion": 1.00,
  "via_count_of_the_first_global_routing_pass": 3720,
  "dp_hpwl_um": 8080,
  "hold_viol_final": 0,
  "setup_bufs_post_cts": 0,
  "synth-warning-count": 1,
  "die_w_um": 110,
  "pwr_density_cell_nw_per_um2": 151,
  "cts_hold_buffers": 0,
  "timing_worst_slew_pin_value_ps": 1110,
  "power.share.combinational_pct": 89.3,
  "dieHeight_um": 110
}
==> sequential cells by signal (all words and copies together) (netlist names) <==
register and count:
disp_unidade 7, disp_centena 7, disp_dezena 7
==> routing by layer <==
metal,GRT usage (%),part of all wire [%]
met4,0.929,0.13
met1,28.2,51
met3,1.53,7.6
met2,24.9,41
met5,0,0
==> cell usage in the layout (no fill, tap or decap), drive strengths merged, types with 5 or more instances in the layout <==
cell type / synthesis / layout
nand2b: 6 / 6
xor2: 5 / 5
or3: 6 / 6
a221o: 6 / 6
nor3b: 5 / 5
inv: 14 / 14
a21oi: 44 / 44
clkdlybuf4s50: 0 / 31
o311ai: 5 / 5
ha: 5 / 5
o32ai: 5 / 5
mux2i: 7 / 7
nor2b: 9 / 9
nor2: 60 / 60
o211ai: 5 / 5
xnor2: 24 / 24
o22ai: 7 / 7
and3: 7 / 7
nand2: 61 / 61
or2: 9 / 9
nand3: 20 / 20
nor3: 23 / 23
o21ai: 45 / 45
a21o: 7 / 7
and2: 7 / 7
maj3: 5 / 5
a31oi: 18 / 18
o31ai: 10 / 10
a211oi: 7 / 7
nand4: 10 / 10
a211o: 5 / 5
dlxtn: 21 / 21
==> cell families (layout without fill, tap and decap cells) <==
| kind of cell | Yosys count | after routing | share of synthesized area (%) |
|---|---|---|---|
| and+or+nand+nor | 251 | 251 | 33.5 |
| latches | 21 | 21 | 8.06 |
| xor gates and xnor gates | 29 | 29 | 7.17 |
| muxes | 8 | 8 | 2.37 |
| buffers and inverters | 49 | 47 | 5.50 |
| adders and majority gates | 10 | 10 | 2.91 |
| other | 1 | 3 | 0.0959 |
| AOI/OAI and AO/OA | 211 | 211 | 40.4 |
==> layout make-up <==
class	instances	area, um^2
Tap cell	102	128
Fill cell	775	3600
Timing Repair Buffer	32	318
Sequential cell	21	315
Inverter	15	56.3
Multi-Input combinational cell	512	3390
==> power by group through the flow <==
| stage | clock network, uW | logic [uW] | registers (uW) |
|---|---|---|---|
| after CTS | 0 | 565 | 68.1 |
| after global routing | 0 | 642 | 70.3 |
| final | 0 | 567 | 68.0 |
==> through the flow <==
step	cells	total power, uW	utilization, %	instance area [um^2]
finish	682	635	53.8	4200
global route	682	713	53.8	4200
CTS	682	633	53.8	4200
detailed placement	682	630	53.8	4200
global placement	682	626	53.8	4200
floorplan	582	513	-	3920
Power figures rest on the tool's default switching activity, not on a simulated workload.

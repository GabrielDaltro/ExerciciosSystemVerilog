File: ./design.v
module shift_register (clk, reset ,data0, data1, data2, data3, data4, data5, data6, data7);
input logic clk;
input logic reset;
output logic [6:0] data0, data1, data2, data3, data4, data5, data6, data7;
always @(posedge clk)
	begin
		if (reset == 1'b0)
		 begin
				data0 <= 'd1;
				data1 <= 'd2;
				data2 <= 'd5;
				data3 <= 'd15;
				data4 <= 'd35;
				data5 <= 'd50;
				data6 <= 'd75;
				data7 <= 'd100;
		 end
		else
		 begin
				data0 <= data7;
				data1 <= data0;
				data2 <= data1;
				data3 <= data2;
				data4 <= data3;
				data5 <= data4;
				data6 <= data5;
				data7 <= data6;
		 end
	end
endmodule
File: ./run.sh
#!/bin/bash
# OpenROAD 26Q1-2900-gdf79404cd8, Yosys 0.63+post, stock flow scripts
make -C /OpenROAD-flow-scripts/flow DESIGN_CONFIG=/design/flow/config.mk WORK_HOME=/design/flow/orfs finish
File: ./config.mk
export PLATFORM = sky130hd
export DESIGN_NAME = shift_register
export DESIGN_NICKNAME = shift_register
export VERILOG_FILES = /design/flow/design.v
export SDC_FILE = /design/flow/constraint.sdc
export NUM_CORES = 4
export LEC_CHECK = 1
export CORE_UTILIZATION = 30
File: ./constraint.sdc
current_design shift_register

set clk_period 1.0
set clk_io_pct 0.2

create_clock -name clk0 -period $clk_period [get_ports {clk}]

set non_clock_inputs [all_inputs -no_clocks]
set_input_delay [expr $clk_period * $clk_io_pct] -clock clk0 $non_clock_inputs
set_output_delay [expr $clk_period * $clk_io_pct] -clock clk0 [all_outputs]
==> changes_impl.md <==
### Physical design

- Gate family responsible for the most delay along the worst path: flip-flops
- Synth Warn #: 1
- Io pins: between 50 and 60
- Async set-reset flop share out of synthesis: 0
- Synth Flop Type: sky130_fd_sc_hd__dfxtp_1
- Maxcap violations: 0
- Met2 capacity usage during global routing: 0.124
- Vertical extent of the die: 73.0 um
- Clock sinks: ~56
- Number of slew-limit violations in the final report: 0
- Count of nets left with antenna violations after detail routing: 0
- Gate count after technology mapping: around 120
- Post-route DRC: 0
- Post-synthesis cell count from yosys: around 120
- Number of buffers inserted for hold repair after clock tree synthesis: 0
- Fp_density: 0.316
- Overall global routing resource usage: 0.100
- Die width: 73.0 um
- Via count of the first global-routing pass: roughly 830
- Timing-limited maximum frequency: approximately 1100 MHz
- Number of DRC violations after detailed-routing iteration 0: 26
- Maximum number of pins on one net before global-route repair: ~57
- Registers, synthesis: 56
- Detail-routed via count per cell: about 3.7
- CTS Buffer Depth: 2
- Overall power consumption: approximately 4.1 mW
- Number of placed instances, taps included: between 200 and 250
- Warning total across the stage logs: 25
- Fraction of the cycle the final worst path needs: 0.931
- Measured slew at the worst slew-check pin: 0.188 ns
- Setup crit end kind: output port
- Core Rows: 25
- Final global-route overflow total: 0
- Flip-flops with a built-in enable: 0
- Cell Area, Placed: about 0.0021 mm2
- Number of optimization iterations in the first detailed-route pass: 2
- Routability congestion estimate from global placement: approximately 0.7
- WP buf/inv: 1
- Delay of the slowest cell on the worst path: around 0.34 ns
- Max-area cell share: 0.740
- Cell leakage power: 0.951 nW
- First-pass GRT wire length: roughly 4 mm
- Path type of the worst setup path: register to output port
- Summed instance area of the synthesized netlist: roughly 0.0015 mm2
- Unrepaired setup endpoints after global routing: no
- Power per unit of standard cell area: between 1500 and 2000 mW/mm2
- Normalized max-slew margin: 0.875
- Latest clock arrival within the worst-skew pair: roughly 0.29 ns
- Post-synthesis cell type with the largest instance count: sky130_fd_sc_hd__dfxtp_1
- Vias: ~900
- Peak-usage layer in the global routing report: met1
- Worst EP required: roughly 0.80 ns
- Number of standard cells in the layout, taps in and fillers out: 247
- Number of levels the H-tree was split into: 2
- Chip area estimate from yosys synthesis: roughly 0.0015 mm2
- Post-synth top cells: sky130_fd_sc_hd__dfxtp_1 (56), sky130_fd_sc_hd__and2_1 (35), sky130_fd_sc_hd__nand2b_1 (21)
- Count of final setup violators: 0
- Routed WL: between 2 and 3 mm
- Maximum ir drop on the vdd rail: 0.998 mV
- Category of the worst setup path launch point: register
- Antenna violations before repair: 0
- GR met3 Demand/Resource: 0.0448
- Time the worst path needs with I/O delays and setup: between 0.9 and 1 ns
- Met1 track utilization from global routing: 0.167
- Cell types with the largest area share after synthesis: sky130_fd_sc_hd__dfxtp_1 (74%), sky130_fd_sc_hd__and2_1 (14%), sky130_fd_sc_hd__nand2b_1 (8.7%)
- Number of port buffers: ~57
- Status: finished clean
- TritonCTS clock tree: built
- Root cell of the clock tree: sky130_fd_sc_hd__clkbuf_8
- Number of hold violations in the final report: 0
- Clock input transition at the sequential cells of the worst setup and hold paths: about 0.090 ns
- Post-synthesis sequential area ratio: 0.740
- Library cell contributing the largest single delay on the critical path: sky130_fd_sc_hd__dfxtp_2
- Fraction of layout cells with a size suffix above 1: 0.683
- Mean Syn Cell Area: around 13 um2
- Crit path DAT: ~0.73 ns
- Min-delay worst type: register to register
- Total clock buffers created by CTS: 5
- Fin Clk Skew: approximately 0.0082 ns
- Placeable core area: about 0.0048 mm2
- Cell taking the most area after synthesis: sky130_fd_sc_hd__dfxtp_1
- Wire length per cell after detailed routing: between 10 and 15 um
- Cell chain of the critical path: buf_2
- Number of antenna diodes: 0
- CP Max Fanout: 2
- Detailed-placement wirelength estimate: around 1.6 mm
- Chip footprint: around 0.0053 mm2
- Distinct cell type count of the synthesized netlist: 5
- Fin area: just over 0.002 mm2
- Area delta synth->final: 37.2%
- Total Neg Setup Slack: 0 ns
-- layout by cell type (no fill, tap or decap), drive strengths merged --
cell type / n
dfxtp: 56
clkbuf: 17
and2: 35
bufinv: 1
clkdlybuf4s50: 1
buf: 49
nand2b: 21
-- area by class of cell --
cell class | instances | area (um2)
flip-flops and latches | 56 | 1190
clock buffers | 7 | 96.3
well taps | 67 | 83.8
multi-input cells | 56 | 350
fillers | 468 | 2710
clock inverters | 1 | 30.0
repair buffers | 60 | 325
-- through the flow --
step                      hold slack [ns]  utilization  setup slack [ns]
after floorplan                     0.386            -             0.279
after global placement              0.420        0.448            -0.157
after detailed placement            0.420        0.448            -0.161
after global routing                0.455        0.434            0.0207
final                               0.428        0.434            0.0691
after CTS                           0.431        0.443          0.000145
-- sequential cells by signal, indices dropped and copies added, names as in the netlist --
| register | cells |
|---|---|
| data0 | 7 |
| data1 | 7 |
| data2 | 7 |
| data3 | 7 |
| data4 | 7 |
| data5 | 7 |
| data6 | 7 |
| data7 | 7 |
-- cell families after synthesis --
group	share of synthesized area
AND/OR/NAND/NOR	0.231
flip-flops	0.740
buffers and inverters	0.0281
-- layer usage --
layer  part of all wire  vias up  wire, um
met5                  0        -         0
li1                   -      470         -
met4              0.011        0        27
met1               0.52      389      1330
met2               0.36       43       923
met3               0.11        3       281
-- path summary, 6_finish.rpt --
path,to,cells past startpoint,slack [ns],from
setup / recovery,data6[4],1,0.07,data6[4]
hold / removal,data0[0],1,0.43,data7[0]
setup reg to reg,data7[2],2,0.32,data6[2]
hold reg to reg,data0[0],1,0.43,data7[0]
-- power breakdown --
group	switching (mW)	total [mW]	internal, mW
sequential	0.0466	2.41	2.36
combinational	0.0609	0.193	0.132
clock	0.647	1.53	0.883
-- what timing repair did --
item / in CTS / in global routing
setup endpoints to repair: 56 / 10
endpoints found under the hold margin: 0 / 0
resized: 214 / 10
setup buffers: 1 / 1
No activity file was given, so power comes from the tool's default toggle rates.
